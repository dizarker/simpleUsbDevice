`flow/config.mk`:
```
export PLATFORM = sky130hd
export DESIGN_NAME = ls_usb_core
export DESIGN_NICKNAME = ls_usb_core
export VERILOG_FILES = /design/flow/design.v
export SDC_FILE = /design/flow/constraint.sdc
export NUM_CORES = 4
export LEC_CHECK = 1
export CORE_UTILIZATION = 40
```
`flow/run.sh`:
```
#!/bin/bash
# OpenROAD 26Q1-2900-gdf79404cd8, Yosys 0.63+post, stock flow scripts
make -C /OpenROAD-flow-scripts/flow DESIGN_CONFIG=/design/flow/config.mk WORK_HOME=/design/flow/orfs finish
```
`flow/design.v`:
```
`timescale 1ns / 1ps
module ls_usb_core(
	input wire clk,
	input wire EOP,
	input wire [7:0] data,
	input wire wre,
	input wire [3:0] rbyte_cnt,
	input wire show_next,
	output reg [7:0] sbyte,
	output reg start_pkt,
	output reg last_pkt_byte,
	output reg [7:0] leds
    );
reg [3:0] pid0;
reg [3:0] pid1;
reg [1:0] toggle;
always @ (posedge clk)
begin
	if ((rbyte_cnt == 4'h1) & wre)
	begin
		pid1 <= pid0;
		pid0 <= data[3:0];
	end
end
reg [3:0] setup_req;
always @ (posedge clk)
begin
	if ((rbyte_cnt == 4'h3) & wre & (pid1 == 4'hd))
		setup_req <= data[3:0];
end
always @ (posedge clk)
begin
	if ((rbyte_cnt == 4'h6) & wre & (pid1 == 4'hd))
		leds <= data[7:0];
end
reg [3:0] setup_val;
always @ (posedge clk)
begin
	if ((rbyte_cnt == 4'h5) & wre & (pid1 == 4'hd))
		setup_val <= data[3:0];
end
reg [3:0] setup_len;
always @ (posedge clk)
begin
	if ((rbyte_cnt == 4'h8) & wre & (pid1 == 4'hd))
		setup_len <= data[3:0];
end
reg [7:0] sptr;
reg [7:0] sb;
always @ *
begin
	case (sptr)
		8'h00: sb = 8'h81;
		8'h01: sb = 8'hd2;
		8'h02: sb = 8'h00;
		8'h03: sb = 8'h00;
		8'h04: sb = 8'h00;
		8'h05: sb = 8'h00;
		8'h06: sb = 8'h00;
		8'h07: sb = 8'h00;
		8'h08: sb = 8'h00;
		8'h09: sb = 8'h00;
		8'h0a: sb = 8'h00;
		8'h0b: sb = 8'h00;
		8'h0c: sb = 8'h00;
		8'h0d: sb = 8'h00;
		8'h0e: sb = 8'h00;
		8'h0f: sb = 8'h00;
		8'h10: sb = 8'h8b;
		8'h11: sb = 8'h4b;
		8'h12: sb = 8'h12;
		8'h13: sb = 8'h01;
		8'h14: sb = 8'h00;
		8'h15: sb = 8'h01;
		8'h16: sb = 8'hff;
		8'h17: sb = 8'h00;
		8'h18: sb = 8'h00;
		8'h19: sb = 8'h08;
		8'h1a: sb = 8'h23;
		8'h1b: sb = 8'hf3;
		8'h1c: sb = 8'h00;
		8'h1d: sb = 8'h00;
		8'h1e: sb = 8'h00;
		8'h1f: sb = 8'h00;
		8'h20: sb = 8'h8b;
		8'h21: sb = 8'hc3;
		8'h22: sb = 8'hb9;
		8'h23: sb = 8'h04;
		8'h24: sb = 8'h00;
		8'h25: sb = 8'h03;
		8'h26: sb = 8'h00;
		8'h27: sb = 8'h02;
		8'h28: sb = 8'h02;
		8'h29: sb = 8'h00;
		8'h2a: sb = 8'hd5;
		8'h2b: sb = 8'h8a;
		8'h2c: sb = 8'h00;
		8'h2d: sb = 8'h00;
		8'h2e: sb = 8'h00;
		8'h2f: sb = 8'h00;
		8'h30: sb = 8'h85;
		8'h31: sb = 8'h4b;
		8'h32: sb = 8'h00;
		8'h33: sb = 8'h01;
		8'h34: sb = 8'h3f;
		8'h35: sb = 8'h8f;
		8'h36: sb = 8'h00;
		8'h37: sb = 8'h00;
		8'h38: sb = 8'h00;
		8'h39: sb = 8'h00;
		8'h3a: sb = 8'h00;
		8'h3b: sb = 8'h00;
		8'h3c: sb = 8'h00;
		8'h3d: sb = 8'h00;
		8'h3e: sb = 8'h00;
		8'h3f: sb = 8'h00;
		8'h40: sb = 8'h83;
		8'h41: sb = 8'h4b;
		8'h42: sb = 8'h00;
		8'h43: sb = 8'h00;
		8'h44: sb = 8'h00;
		8'h45: sb = 8'h00;
		8'h46: sb = 8'h00;
		8'h47: sb = 8'h00;
		8'h48: sb = 8'h00;
		8'h49: sb = 8'h00;
		8'h4a: sb = 8'h00;
		8'h4b: sb = 8'h00;
		8'h4c: sb = 8'h00;
		8'h4d: sb = 8'h00;
		8'h4e: sb = 8'h00;
		8'h4f: sb = 8'h00;
		8'h50: sb = 8'h8b;
		8'h51: sb = 8'h4b;
		8'h52: sb = 8'h09;
		8'h53: sb = 8'h02;
		8'h54: sb = 8'h14;
		8'h55: sb = 8'h00;
		8'h56: sb = 8'h01;
		8'h57: sb = 8'h01;
		8'h58: sb = 8'h00;
		8'h59: sb = 8'h80;
		8'h5a: sb = 8'h0e;
		8'h5b: sb = 8'hd6;
		8'h5c: sb = 8'h00;
		8'h5d: sb = 8'h00;
		8'h5e: sb = 8'h00;
		8'h5f: sb = 8'h00;
		8'h60: sb = 8'h84;
		8'h61: sb = 8'hc3;
		8'h62: sb = 8'h0d;
		8'h63: sb = 8'h81;
		8'h64: sb = 8'h7a;
		8'h65: sb = 8'h00;
		8'h66: sb = 8'h00;
		8'h67: sb = 8'h00;
		8'h68: sb = 8'h00;
		8'h69: sb = 8'h00;
		8'h6a: sb = 8'h00;
		8'h6b: sb = 8'h00;
		8'h6c: sb = 8'h00;
		8'h6d: sb = 8'h00;
		8'h6e: sb = 8'h00;
		8'h6f: sb = 8'h00;
		8'h70: sb = 8'h8b;
		8'h71: sb = 8'h4b;
		8'h72: sb = 8'h09;
		8'h73: sb = 8'h02;
		8'h74: sb = 8'h14;
		8'h75: sb = 8'h00;
		8'h76: sb = 8'h01;
		8'h77: sb = 8'h01;
		8'h78: sb = 8'h00;
		8'h79: sb = 8'h80;
		8'h7a: sb = 8'h0e;
		8'h7b: sb = 8'hd6;
		8'h7c: sb = 8'h00;
		8'h7d: sb = 8'h00;
		8'h7e: sb = 8'h00;
		8'h7f: sb = 8'h00;
		8'h80: sb = 8'h8b;
		8'h81: sb = 8'hc3;
		8'h82: sb = 8'h0d;
		8'h83: sb = 8'h09;
		8'h84: sb = 8'h04;
		8'h85: sb = 8'h00;
		8'h86: sb = 8'h00;
		8'h87: sb = 8'h00;
		8'h88: sb = 8'hff;
		8'h89: sb = 8'h00;
		8'h8a: sb = 8'ha7;
		8'h8b: sb = 8'h19;
		8'h8c: sb = 8'h00;
		8'h8d: sb = 8'h00;
		8'h8e: sb = 8'h00;
		8'h8f: sb = 8'h00;
		8'h90: sb = 8'h87;
		8'h91: sb = 8'h4b;
		8'h92: sb = 8'h00;
		8'h93: sb = 8'h00;
		8'h94: sb = 8'h02;
		8'h95: sb = 8'h40;
		8'h96: sb = 8'hff;
		8'h97: sb = 8'h4b;
		8'h98: sb = 8'h00;
		8'h99: sb = 8'h00;
		8'h9a: sb = 8'h00;
		8'h9b: sb = 8'h00;
		8'h9c: sb = 8'h00;
		8'h9d: sb = 8'h00;
		8'h9e: sb = 8'h00;
		8'h9f: sb = 8'h00;
		default:
			sb = 8'h00;
	endcase
end
reg [1:0] state;
reg [3:0] pkt_len;
always @(posedge clk)
begin
    if(sptr[3:0]==4'h0)
        pkt_len <= sb[3:0];
end
always @*
begin
    if(sptr[3:0]==4'h0)    
        sbyte = {sb[7:4],4'b0000};
    else
        sbyte = sb;
    last_pkt_byte = (sptr[3:0]==pkt_len);
end
always @(posedge clk)
begin
    if( (state==0) & (!EOP) )
    begin
        if(pid0==4'hd)  
            toggle <= 2'b00;
        else
        if(pid0==4'h9)  
            toggle <= toggle + 1'b1;
    end
end
always @(posedge clk or posedge EOP)
begin
    if(EOP)
    begin
        start_pkt <= 1'b0;
        state <= 0;
        sptr  <= 8'h00;
    end
    else
    begin
        start_pkt <= (state==2'b10);
        case(state)
        0:
            begin
                if( ((pid0==4'hb) | (pid0==4'h3)) & ((pid1==4'hd) | (pid1==4'h1)) )  
                begin
                    state <= 2;             
                    sptr[7:4] <= 4'h0;     
                    sptr[3:0] <= 4'h0;
                end
                else
                if( (pid0==4'h9)&(setup_req==4'h6)&(setup_val==4'h1))
                begin
                    state <= 2;             
                    sptr[7:4] <= 4'h1+toggle;     
                    sptr[3:0] <= 4'h0;
                end
                else
                if( (pid0==4'h9)&(setup_req==4'h6)&(setup_val==4'h2)&(setup_len==4'h9))
                begin
                    state <= 2;             
                    sptr[7:4] <= 4'h5+toggle;     
                    sptr[3:0] <= 4'h0;
                end
                else
                if( (pid0==4'h9)&(setup_req==4'h6)&(setup_val==4'h2)&(setup_len!=4'h9))
                begin
                    state <= 2;             
                    sptr[7:4] <= 4'h7+toggle;     
                    sptr[3:0] <= 4'h0;
                end
                else
                if(pid0==4'h9)
                begin
                    state <= 2;             
                    sptr[7:4] <= 4'h4;     
                    sptr[3:0] <= 4'h0;
                end
                else
                begin
                    state <= 1;  
                    sptr<=8'h00;
                end 
            end
        1:
            begin
                state <= 1;
                sptr  <= 8'h00;
            end
        2:
            begin
                state <= 3;
                sptr  <= sptr;
            end
        3:
            begin
                state <= 3;
                sptr[3:0] <= sptr[3:0] + show_next;
                sptr[7:4] <= sptr[7:4];
            end
        endcase
    end
end
endmodule
```
`flow/constraint.sdc`:
```
current_design ls_usb_core

set clk_period 2.9
set clk_io_pct 0.2

create_clock -name clk0 -period $clk_period [get_ports {clk}]

set non_clock_inputs [all_inputs -no_clocks]
set_input_delay [expr $clk_period * $clk_io_pct] -clock clk0 $non_clock_inputs
set_output_delay [expr $clk_period * $clk_io_pct] -clock clk0 [all_outputs]
```
==> impl_metrics.tcl <==
# metrics dict for downstream scripts
set metrics [dict create \
    drv_slew 0 \
    fin_worst_skew_ns 0.0104 \
    p_total_mw 2.93 \
    syn2layout_area_growth_pct 38.8 \
    maxSlewHeadroom_pct 62.5 \
    maxCapViolations 0 \
    crit_fanout 7 \
    lay_top_cells "buf_4, edfxtp_1, clkdlybuf4s50_1" \
    viasPerCell 5.67 \
    fp.coreArea_mm2 0.00737 \
    avgSynthCellArea_um2 9.78 \
    drt_pre_antenna_iters 4 \
    synth_cells 317 \
    wire_per_inst_um 17.5 \
    hpwlAfterDp_um 6110 \
    rsz0062_at_grt "true" \
    cts_root_buf "clkbuf_8" \
    grt-ovfl-total 0 \
    ys_cells 317 \
    cts.sinks 47 \
    grt_antenna_before_repair 0 \
    die_area_mm2 0.00810 \
    ir_drop_mv 0.263 \
    status "complete, but fails checks" \
    port_buffers 33 \
    ios 34 \
    slowest_stage "clkdlybuf4s50_1" \
    worstSetupPathType "reg2out" \
    timing.fmax_ghz 0.337 \
    fillers 622 \
    grt_util_all_layers_pct 21.4 \
    r2r_slack_ns 1.06 \
    vias 2784 \
    ys_area_mm2 0.00310 \
    ys_seq_share_pct 43.5 \
    dominantRegCellSynth "edfxtp_1" \
    tightest_slew_ns 0.558 \
    timing.final.crit_period_ns 2.97 \
    cp-start-kind "flop" \
    async_flop_share_pct 27.7 \
    grt_max_degree 25 \
    max_stage_delay_ns 0.47 \
    drt_iter0_drc 133 \
    grt_pass1_wl_um 13200 \
    cp_cell_sequence "inv_2 > ha_4 > buf_6 > nand3b_1 > a21o_1 > a31oi_1 > o21ai_2 > a21oi_1 > clkdlybuf4s50_1" \
    grt_pass1_vias 2608 \
    worstPathRequired_ns 2.32 \
    finalWirelength_um 8590 \
    power_density_mw_per_mm2 681 \
    drc 0 \
    clkLatencyLatePin_ns 0.30 \
    r2r_start "sptr[1]" \
    fin_area_mm2 0.00430 \
    gp_congestion 0.966 \
    die_h_um 90.0 \
    setup_viol 1 \
    drive_gt1_share_pct 28.6 \
    cts_tree "yes" \
    cts_made_buffers 5 \
    hold_violations 0 \
    post-route-util_pct 58.4 \
    min-delay-path-class "reg2reg" \
    finalCritPeriodShare_pct 102 \
    ant_nets 0 \
    std_cell_rows 31 \
    power.static_leakage_nw 1.68 \
    placed_area_mm2 0.00377 \
    dpl_worst_slack_ns 0.0235 \
    n_antenna_cell 0 \
    yosysWarnings 1 \
    syn_area_mm2 0.00310 \
    cts.clk_slew.worst_paths_ns 0.09 \
    hold_buffers 0 \
    holdPathEnd "pid1[3]" \
    cts_buffer_depth 2 \
    edf_count 34 \
    cts_max_level 2 \
    hold_start "pid0[3]" \
    violations "setup timing" \
    die_w_um 90.0 \
    min_path_cells 0 \
    r2r_cells 8 \
    layout.cells.most_common "buf_4" \
    rr_endpoint "pkt_len[2]" \
    synth_flops 47 \
    synth.distinct_cells 70 \
    worstPathArrival_ns 2.39 \
    fin_ws_ns -0.0674 \
    fp_util_pct 42.1 \
    cp-end-kind "output port" \
    warnings 37 \
    fin_setup_tns_ns -0.0674 \
]
[cells by family (layout without fill, tap and decap cells)]
kind of cell / Yosys count / in the layout / share of synthesized area, %
DFF: 47 / 47 / 43.5
muxes: 9 / 9 / 3.03
xor gates and xnor gates: 6 / 6 / 1.70
other: 1 / 1 / 0.121
and+or+nand+nor: 100 / 100 / 17.9
AOI/OAI and AO/OA: 96 / 96 / 21.0
adders and majority gates: 15 / 15 / 6.06
buffers and inverters: 43 / 118 / 6.74
[per-layer routing]
| layer | vias up | GRT usage [%] | routed length (um) |
|---|---|---|---|
| met5 | - | 0 | 0 |
| met4 | 0 | 7.53 | 331 |
| met3 | 29 | 4.30 | 510 |
| met2 | 107 | 32.6 | 4030 |
| met1 | 1318 | 31.8 | 3720 |
| li1 | 1330 | - | - |
[sequential cells by signal, summed over array words and instances (netlist names), 2 cells and up]
| name | flops |
|---|---|
| setup_req | 4 |
| sptr | 8 |
| setup_val | 4 |
| setup_len | 4 |
| toggle | 2 |
| pkt_len | 4 |
| state | 4 |
| pid1 | 4 |
| leds | 8 |
| pid0 | 4 |
[area by class of cell]
cell class	count	area [um^2]	area share, %
Multi-Input combinational cell	227	1750	40.8
Sequential cell	47	1350	31.4
Timing Repair Buffer	93	893	20.8
Tap cell	99	124	2.88
Clock buffer	5	68.8	1.60
Inverter	17	63.8	1.48
Clock inverter	3	46.3	1.08
[cells in the mapped netlist, types with 3 or more instances]
cell / count / share of area, %
a211oi_1: 5 / 1.2
buf_2: 11 / 1.8
o32ai_1: 3 / 0.85
a22oi_1: 6 / 1.5
nor2b_1: 10 / 2.0
ha_1: 15 / 6.1
a21o_1: 5 / 1.2
o21ai_1: 11 / 1.8
o21ai_0: 8 / 1.3
and2_1: 5 / 1.0
buf_4: 7 / 1.7
mux2i_1: 6 / 1.9
nor2_1: 14 / 1.7
edfxtp_1: 34 / 33
dfrtp_1: 12 / 9.7
nor3b_1: 3 / 0.73
clkbuf_1: 6 / 0.73
xor2_1: 4 / 1.1
nand3_1: 6 / 0.97
nand2_1: 23 / 2.8
a31oi_1: 5 / 1.0
a21oi_1: 19 / 3.1
o22ai_1: 8 / 1.6
nor3_1: 10 / 1.6
nand2b_1: 10 / 2.0
inv_1: 16 / 1.9
[worst max-delay path by stage]
| stage | startpoint | to | slack, ns | cells past startpoint |
|---|---|---|---|---|
| after global routing | sptr[1] | sbyte[2] | -0.20 | 9 |
| after CTS | sptr[1] | sbyte[7] | -0.18 | 10 |
| final | sptr[1] | sbyte[2] | -0.07 | 9 |
[critical path: cells and delay by family, from the launching register on]
kind	cells	cell delay [ns]
buf+inv	3	0.72
flops	1	0.41
compound gates	4	0.66
simple gates	1	0.14
fa+ha+maj	1	0.16
[metrics by stage]
stage	cells	hold slack, ns
finish	491	0.451
global placement	465	0.433
CTS	475	0.453
detailed placement	465	0.430
floorplan	317	0.352
global route	491	0.465
[report_power, final]
group | internal [mW] | switching, mW
Sequential | 0.788 | 0.0424
Combinational | 0.819 | 0.800
Clock | 0.260 | 0.220
Total | 1.87 | 1.06
[what timing repair did]
action                     CTS  global route
gates resized               27            39
pin swaps                    7            14
buffers inserted             2            15
setup endpoints to repair    8             7
cloned                       0             1
