==> flow/design.v <==
`timescale 1ns / 1ps
module ls_usb_recv(
	input wire clk,
	input wire dp,
	input wire dm,
	output wire EOP,
	output reg [7:0] rdata,
	output reg rdata_ready,
	output reg [3:0]rbyte_cnt
    );
	reg [5:0] clk_counter;
	reg strobe;
	reg [2:0] receiver_cnt;
	reg last_fixed_dp;
	reg receiver_enabled;
	reg [1:0] dp_input;
	reg [1:0] dm_input;
	always @ (posedge clk)
	begin
		dp_input <= { dp_input[0], dp };
		dm_input <= { dm_input[0], dm };
	end
	assign EOP = !(dp_input[0] | dp_input[1] | dm_input[0] | dm_input[1]);
	wire dp_change;
	assign dp_change = dp_input[0] ^ dp_input[1];
	wire do_remove_zero;
	assign do_remove_zero = (rdata[7:2] == 6'b111111) & (last_fixed_dp != dp_input[1]) & (!removed_zero);
	reg removed_zero;
	always @ (posedge clk or posedge EOP)
	begin
		if (EOP)
		begin
			receiver_cnt <= 1'b0;
			rbyte_cnt <= 1'b0;
			last_fixed_dp <= 1'b1;
			rdata <= 1'b0;
			receiver_enabled <= 1'b0;
			rdata_ready <= 1'b0;
			clk_counter <= 1'b0;
			strobe <= 1'b0;
			removed_zero <= 1'b0;
		end
		else
		begin
			if (dp_change)
			begin
				clk_counter <= 0;
				strobe <= 1'b1;
			end
			else
			begin
				{ strobe, clk_counter } <= clk_counter + 6'h13;
			end
			if (dp_input[0])
			begin
				receiver_enabled <= 1'b1;
			end
			if (strobe & receiver_enabled & (!do_remove_zero))
			begin
				rdata <= { (last_fixed_dp == dp_input[1]), rdata[7:1] };
				receiver_cnt <= receiver_cnt + 1'b1;
			end
			rdata_ready <= (receiver_cnt == 3'h7) & (strobe & receiver_enabled & (!do_remove_zero));
			if (strobe & receiver_enabled)
			begin
				removed_zero <= do_remove_zero;
				last_fixed_dp <= dp_input[1];
			end
			if (rdata_ready)
				rbyte_cnt <= rbyte_cnt + 1'b1;
		end
	end
endmodule
==> flow/run.sh <==
#!/bin/bash
# OpenROAD 26Q1-2900-gdf79404cd8, Yosys 0.63+post, stock flow scripts
make -C /OpenROAD-flow-scripts/flow DESIGN_CONFIG=/design/flow/config.mk WORK_HOME=/design/flow/orfs finish
==> flow/config.mk <==
export PLATFORM = sky130hd
export DESIGN_NAME = ls_usb_recv
export DESIGN_NICKNAME = ls_usb_recv
export VERILOG_FILES = /design/flow/design.v
export SDC_FILE = /design/flow/constraint.sdc
export NUM_CORES = 4
export LEC_CHECK = 1
export CORE_AREA = 10 10 98 98
export DIE_AREA = 0 0 108 108
==> flow/constraint.sdc <==
current_design ls_usb_recv

set clk_period 1.7
set clk_io_pct 0.2

create_clock -name clk0 -period $clk_period [get_ports {clk}]

set non_clock_inputs [all_inputs -no_clocks]
set_input_delay [expr $clk_period * $clk_io_pct] -clock clk0 $non_clock_inputs
set_output_delay [expr $clk_period * $clk_io_pct] -clock clk0 [all_outputs]
==> results.tsv <==
metric	value	unit
Clock Tree Root	clkbuf_8	
Lkg Pwr	0.000685	uW
pwr dens	1530	mW/mm^2
Ant. Diodes	0	
drc violations	0	
period utilization	91.5	%
Slew @ Worst Pin	0.361	ns
Sink Count	30	
CP Launch Type	flip-flop	
highest metal used	met3	
post-synthesis cell count	90	
syn_area_per_cell	13.2	um^2
Synth area leaders	dfrtp_1 53%, mux2_2 9.5%, dfxtp_1 6.8%, ha_1 5.3%, xnor2_1 3.7%	
Core Rows	32	
WL met3	167	um
met2 WL	971	um
Max clock buf depth	2	
Yosys cell types	24	
status	finished, final reports clean	
setup TNS	0	ns
slew margin rel.	75.8	%
Final setup violation count	0	
placer congestion estimate	0.708	
antenna violations before repair	0	
RSZ-0062 raised after global routing	no	
Hold Path Class	flip-flop to asynchronous set/reset pin	
layout cells sized above 1	28.8	%
Core ar.	0.00765	mm^2
Detailed Place HPWL	1.48	mm
clk_skew	0.00688	ns
Synth area leader	dfrtp_1	
gr ovfl total	0	
ys async rst share	86.7	%
YS chip area	0.00118	mm^2
Layout area overhead	37.7	%
number of fill cells	798	
Post-synth EDFFs	0	
sequential area share after synthesis	61.8	%
Routed WL	2.09	mm
vias in the first global route	719	
WL/cell	9.51	um
Max-area cell share	52.8	%
Die Footprint	0.0117	mm^2
synthesized cell area	0.00118	mm^2
Latency at later pin	0.28	ns
Vert. Die Dim	108	um
Peak VDD IR	0.000458	V
Antenna Nets Post-Route	0	
Detailed Routing Iterations Pass 1	3	
Final Max Tran Viols	0	
final hold viol count	0	
crit path DAT	1.71	ns
critical path required time	1.86	ns
Tmin final	1.56	ns
Crit Path Max Fanout	6	
initial DRC count	17	
vias post-DR	712	
met1 wire length	954	um
YS warnings	1	
CTS clk-pin slew, worst paths	0.07	ns
IO Count	17	
GR Util All Layers	3.77	%
Synthesized registers	30	
crit end category	flip-flop	
CP Class	flip-flop to flip-flop	
CTS tree	done	
Log Warnings	25	
most frequent cells in the layout	25 x dfrtp_1, 15 x clkdlybuf4s50_1, 10 x mux2_2, 7 x nor2_1	
number of buffers created by CTS	5	
H-Tree Depth	2	
final core utilization	21.3	%
first-pass GRT wire length	3.62	mm
main flop type after synthesis	dfrtp_1	
design area	0.00163	mm^2
via/cell ratio	3.24	
placed cell area	0.00149	mm^2
number of I/O port buffers	16	
width of the chip	108	um
Commonest Layout Cell	dfrtp_1	
pin count of the biggest net entering global routing	27	
Yosys Instances	90	
total of max-cap violations	0	
maximum clock frequency	643	MHz
FP Core Util	15.5	%
-- cells by family after synthesis --
family	Yosys count	synth area share (%)
muxes	10	9.50
AOI/OAI and AO/OA	9	6.76
and+or+nand+nor	21	8.55
xor gates and xnor gates	8	5.91
buffers and inverters	7	2.22
adders and majority gates	5	5.28
DFF	30	61.8
-- cell usage after synthesis (2+ instances only) --
master / number
xor2_1: 3
o21ai_0: 3
xnor2_1: 5
dfrtp_1: 25
dfxtp_1: 4
nand2_1: 5
ha_1: 5
nand4_1: 2
nand3b_1: 2
nor3_1: 2
mux2_2: 10
nor2_1: 7
inv_1: 6
-- routing by layer --
layer / GRT usage [%] / vias up
met4: 0.382 / 0
met1: 5.11 / 342
met3: 2.11 / 0
li1: - / 357
met2: 5.34 / 13
met5: 0 / -
-- final cells by class --
type | count | area [um^2] | share of cell area (%)
inverters | 6 | 22.5 | 1.38
clock inverters | 3 | 40.0 | 2.45
repair buffers | 21 | 196 | 12.0
well taps | 102 | 128 | 7.82
clock buffers | 5 | 68.8 | 4.22
flip-flops and latches | 30 | 734 | 45.0
multi-input cells | 53 | 442 | 27.1
-- sequential cells by signal, summed over array words and instances, names as in the netlist, 2 cells and up --
| signal | cells |
|---|---|
| rdata | 8 |
| clk_counter | 6 |
| rbyte_cnt | 4 |
| receiver_cnt | 3 |
| dm_input | 2 |
| dp_input | 2 |
-- repair_timing --
item / 4_1_cts / 5_1_grt
gates resized: 9 / 0
hold buffers: 0 / 0
setup buffers: 2 / 0
setup endpoints to repair: 1 / 0
-- power breakdown --
group	switching, uW	internal [uW]	leakage [uW]	total, uW
Sequential	192	946	0.000336	1140
Clock	258	431	0.0000579	689
Combinational	192	472	0.000291	664
Total	642	1850	0.000685	2490
-- path summary, 6_finish.rpt --
path | cells past startpoint | startpoint | endpoint | slack, ns
max | 4 | last_fixed_dp | rdata[0] | 0.14
min | 3 | dm_input[1] | clk_counter[2] | 0.31
max reg2reg | 4 | last_fixed_dp | rdata[0] | 0.14
min reg2reg | 3 | dm_input[1] | clk_counter[2] | 0.31
max in group asynchronous | 4 | dp_input[1] | last_fixed_dp | 0.89
min in group clk0 | 0 | dm_input[0] | dm_input[1] | 0.35
-- critical path, cell delays in order (launching register included) --
cell	delay (ns)
dfstp_2	0.53
xnor2_1	0.12
o31ai_4	0.27
buf_4	0.18
mux2_2	0.34
-- per-stage QoR --
step	power, uW	worst slack, ns	std cells	hold slack (ns)
6_report	2490	0.145	220	0.315
3_5_place_dp	1820	0.147	210	0.334
2_1_floorplan	1430	0.137	90	0.331
3_3_place_gp	1800	0.170	210	0.338
4_1_cts	2550	0.122	220	0.332
5_1_grt	2690	0.0836	220	0.373
Power figures rest on the tool's default switching activity, not on a simulated workload.
